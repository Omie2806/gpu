`/design/flow/config.mk`:
```
export PLATFORM = sky130hd
export DESIGN_NAME = pc
export DESIGN_NICKNAME = pc
export VERILOG_FILES = /design/flow/design.v
export SDC_FILE = /design/flow/constraint.sdc
export NUM_CORES = 4
export LEC_CHECK = 1
export CORE_AREA = 10 10 86 86
export DIE_AREA = 0 0 96 96
```
`/design/flow/constraint.sdc`:
```
current_design pc

set clk_period 1.5
set clk_io_pct 0.2

create_clock -name clk0 -period $clk_period [get_ports {clk}]

set non_clock_inputs [all_inputs -no_clocks]
set_input_delay [expr $clk_period * $clk_io_pct] -clock clk0 $non_clock_inputs
set_output_delay [expr $clk_period * $clk_io_pct] -clock clk0 [all_outputs]
```
`/design/flow/design.v`:
```
module pc (
    input logic          clk,
    input logic          reset,
    input logic[15 : 0]  pc_next,
    output logic[15 : 0]   pc
);
logic pc_en;
always @(posedge clk) begin
    if(reset) begin
        pc <= 16'h0000;
        pc_en <= 0;
    end
    else if(pc_en) begin
        pc <= pc_next;
    end else begin
        pc_en <= 1; 
    end
end
endmodule
```
`/design/flow/run.sh`:
```
#!/bin/bash
# OpenROAD 26Q1-2900-gdf79404cd8, Yosys 0.63+post, stock flow scripts
make -C /OpenROAD-flow-scripts/flow DESIGN_CONFIG=/design/flow/config.mk WORK_HOME=/design/flow/orfs finish
```
==> summary.txt <==
required time of the critical path -> 1.20 ns
CTS buffer count -> 3
CTS tree -> built
Post-Synthesis Cells -> 54
Reg area -> 340 um2
Buf/Inv on CP -> 1
RSZ-0062 raised after global routing -> false
P_leak -> 0.430 nW
status -> completed
met1 Usage GRT -> 0.0412
Critical Path Max Stage Delay -> 0.48 ns
cell area after layout -> 0.00106 mm2
fp_density -> 0.109
Non-Filler Instances -> 161
top cells by area, synth -> dfxtp_1 (56%), mux2i_1 (26%), nor2_1 (9.9%)
WL/cell -> 10.4 um
Slew Limit Fails -> 0
Core Footprint -> 0.00554 mm2
Routed WL -> 1.67 mm
simple-gate portion of the synthesized area -> 0.0992
gr usage total -> 0.0347
Final min period -> 1.37 ns
Starting DRT DRC Count -> 6
Placer Congestion -> 0.646
GR Util met2 -> 0.0566
period utilization -> 0.913
critical path launch point type -> register
clk sinks -> 17
chip area -> 0.00922 mm2
Worst VDD drop -> 0.000179 V
Post-DRT Antenna Nets -> 0
grt peak-use layer -> met2
Pwr Density -> 924 mW/mm2
Yosys chip area -> 606 um2
post-synthesis sequential area ratio -> 0.562
Ys Warns -> 1
Worst Path Arrival -> 1.07 ns
worst rel slew slack -> 0.774
post-synthesis cell type count -> 7
met3 usage -> 0.0134
max-cap viol count -> 0
largest net degree at the start of global routing -> 18
Tool Warnings -> 25
CP endpoint kind -> output port
Synth area leader -> dfxtp_1
DP Area -> 0.00101 mm2
Util after Layout -> 0.191
setup_tns -> 0 ns
total placed cells including tap cells -> 157
vias per cell -> 2.81
ys flops -> 17
share of cells above drive strength 1 -> 0.0562
DRT Pass-1 Iters -> 3
number of global-route vias before repair -> 496
logic area -> 220 um2
synthesized area per cell -> 11.2 um2
CP max FO -> 2
pre-CTS setup slack -> 0.315 ns
antenna fix cells -> 0
Largest type area fraction -> 0.562
Final Skew -> 0.00211 ns
main logic family after synthesis -> multiplexers
Area Overhead vs Synth -> 74.6%
routed via count -> 452
family with the most delay on the worst path -> buffers and inverters
root buffer cell -> clkbuf_8
final number of setup-violating endpoints -> 0
total gr overflow -> 0
WS Path Type -> register to output port
fa+ha+maj area frac -> 0
Fmax achieved -> 0.730 GHz
Skew-Pair Late Insertion Delay -> 0.25 ns
# H-tree levels -> 1
xor+xnor area frac -> 0
post-CTS setup repair buffer count -> 0
Complex Gates by Area -> 0
Clock Tree Buf Depth -> 2
DRC viols -> 0
IO Count -> 34
yosys cell count -> 54
initial antenna violation count -> 0
worst slew pin tran -> 0.339 ns
Hold Path Class -> register to register
Final WS setup -> 0.130 ns
global-route wire length before repair -> 2.55 mm
Mapped Area -> 606 um2
Slowest-stage cell, CP -> clkdlybuf4s50_1
mux share -> 0.264
Resize count post-CTS -> 0
critical path cell sequence -> clkdlybuf4s50_1
port bufs -> 33
Hold Buf Count CTS -> 0
FILL cells -> 619
Final Hold Viols -> 0
die width -> 96 um
CTS clk-pin slew, worst paths -> 0.06 ns
chip height -> 96 um
Placement Rows -> 27
## routing by layer
| metal | up-vias | routed length (um) |
|---|---|---|
| met5 | - | 0 |
| met4 | 0 | 46 |
| met3 | 2 | 183 |
| met2 | 14 | 823 |
| met1 | 193 | 620 |
| li1 | 243 | - |
## through the flow
stage                     hold slack (ns)  power, mW
after detailed placement            0.481      0.656
after global placement              0.473      0.655
final                               0.489      0.977
after CTS                           0.498       1.01
after global routing                0.519       1.05
after floorplan                     0.437      0.552
## worst register-to-register path: cells and delay by family (launching register included)
kind | cells | cell delay (ns)
AND/OR/NAND/NOR | 1 | 0.05
multiplexers | 1 | 0.21
buffers and inverters | 1 | 0.21
flip-flops | 1 | 0.52
## state kept, by name, summed over array words and instances (netlist names)
name,count
pc,16
pc_en,1
## cells in the mapped netlist (all sizes together)
master and instances:
mux2i 16, dfxtp 17, nor2 16, buf 4
inv 1
## where the power goes
| group | leakage (nW) | total [mW] | internal (mW) | switching [mW] |
|---|---|---|---|---|
| Sequential | 0.141 | 0.494 | 0.479 | 0.0159 |
| Combinational | 0.267 | 0.147 | 0.108 | 0.0385 |
| Clock | 0.0228 | 0.335 | 0.188 | 0.147 |
## path summary, 6_finish.rpt
kind                from  endpoint  slack [ns]  depth (start not counted)
hold reg to reg   pc[13]    pc[13]        0.49                          2
setup / recovery   pc[3]     pc[3]        0.13                          1
hold / removal    pc[13]    pc[13]        0.49                          2
setup reg to reg   pc_en     pc[8]        0.41                          3
## final cells by class
cell class,count,share of cell area
multi-input cells,32,0.208
well taps,72,0.0852
flip-flops and latches,17,0.322
clock buffers,4,0.0426
inverters,1,0.00355
repair buffers,35,0.338
## placed cells by master (no fill, tap or decap), drive strengths merged
master | netlist | final
clkdlybuf4s50 | 0 | 33
dfxtp | 17 | 17
mux2i | 16 | 16
nor2 | 16 | 16
clkbuf | 0 | 4
buf | 4 | 2
inv | 1 | 1
## kinds of logic (layout without fill, tap and decap cells)
family | Yosys count | in the layout
DFF | 17 | 17
muxes | 16 | 16
buffers and inverters | 5 | 40
and+or+nand+nor | 16 | 16
Power and IR drop assume default switching activity.
