<file path="run.sh">
#!/bin/bash
# OpenROAD 26Q1-2900-gdf79404cd8, Yosys 0.63+post, stock flow scripts
make -C /OpenROAD-flow-scripts/flow DESIGN_CONFIG=/design/flow/config.mk WORK_HOME=/design/flow/orfs finish
</file>
<file path="config.mk">
export PLATFORM = sky130hd
export DESIGN_NAME = data_mem
export DESIGN_NICKNAME = data_mem
export VERILOG_FILES = /design/flow/design.v
export SDC_FILE = /design/flow/constraint.sdc
export NUM_CORES = 4
export LEC_CHECK = 1
export CORE_UTILIZATION = 30
</file>
<file path="constraint.sdc">
current_design data_mem

set clk_period 27.6
set clk_io_pct 0.2

create_clock -name clk0 -period $clk_period [get_ports {clk}]

set non_clock_inputs [all_inputs -no_clocks]
set_input_delay [expr $clk_period * $clk_io_pct] -clock clk0 $non_clock_inputs
set_output_delay [expr $clk_period * $clk_io_pct] -clock clk0 [all_outputs]
</file>
<file path="design.v">
module data_mem (
    input clk, reset,
    input logic[15 : 0] addr,
    input logic[15 : 0] WD1,
    input logic mem_write,
    output logic[15 : 0] result
);
logic [15 : 0] DATA_MEMORY [0 : 255];
always @(posedge clk) begin
    if(reset) begin
        for (integer i = 0; i < 256; i++) begin
            DATA_MEMORY[i] <= 0;
        end
    end
    else if(mem_write)begin
        DATA_MEMORY[addr[7 : 0]] <= WD1;
    end
end
always @(*) begin
    result = DATA_MEMORY[addr[7 : 0]];
end
endmodule
</file>
==> run notes <==
This memo summarizes the results of the implementation run.

CTS
The root buffer cell is sky130_fd_sc_hd__clkbuf_16. The count of cells resized by post-cts repair is 0. The clock edge transition at the registers on the reported setup and hold paths is 0.06 ns. Buffers inserted during clock tree synthesis total 426. The total number of clock tree sinks is 4096. The clock passes through at most 4 buffers. The number of post-CTS setup repair buffers is 0. The quantity of hold-fixing buffers added after cts is 0.

The TritonCTS clock tree is built. The number of H-tree branching levels is 5.

Synth
The share of the yosys chip area belonging to registers is 66.5%. The warning tally printed by Yosys for this design is 1. Counting flops with an async set or reset pin after synthesis yields a share of 0%.

After synthesis, the chip area reported by Yosys is 0.185 sq mm. Each instance of the synthesized netlist takes up on average 15.7 sq um. The commonest register cell after synthesis is sky130_fd_sc_hd__edfxtp_1. The distinct cell type count after synthesis is 25. The share of synthesized area spent on multiplexers is 12.5%. For reference, full adder, half adder and majority cells occupy 0% of the area reported after synthesis.

The post-synth tally of flip-flops with integrated enable is 4096. Per the synthesis report, the simple-gate share of the synthesized area is 15.5%. In the synthesized netlist, the number of instances is 11783. In this run, synthesis produced a sequential element count of 4096. The main combinational cell family by area after synthesis is simple AND/OR/NAND/NOR gates.

The post-synthesis compound-gate area fraction is 3.07%. The fraction of synthesized cell area in xor and xnor cells is 0%. The number of standard cells reported by yosys is 11783. The synthesized netlist occupies a cell area of 0.185 sq mm.

STA
Of the available clock period, the critical path in the final layout requires 64.5%. Counting I/O delays and the setup requirement, the final critical path takes 17.81 ns. The final layout reports a setup TNS of 0 ns. Counting pins that exceed their max-slew limit in the final report gives 0. The highest clock rate this design can be run at is 0.0561 GHz. The count of final hold-check violations is 0. For the pin with the worst max-slew slack, the measured transition is 1.13 ns. Endpoints with negative setup slack in the final report add up to 0. The max-slew check reports its worst relative slack as 23.9%. Setup repair after global routing left no endpoint under its margin. Setup slack closes at 9.79 ns.

Pwr
The worst voltage drop across the vdd grid is 0.0000577 V. The switching power of the nets is 3.18 mW. In the power breakdown, the internal column shows 10.6 mW. The cell leakage power is 69.7 nW.

Power spread over the standard cell area amounts to 65.8 mW/mm^2. In this run switching power makes up 23.2% of total power. The share of total power dissipated in the clock network is 40.4%. Combinational logic burns 7.0% of the power. The proportion of power drawn by flip-flops and latches is 52.5%.

Drt
The remaining number of nets flagged by the antenna check after routing is 0. Wires add up to 513000 um. The via density per instance is 4.80. TritonRoute reported its final design rule violation total as 0. The first detailed-routing pass took 7 iterations.

Once iteration 0 of detailed routing completed, the report listed 6051 DRC markers. The total number of vias is 96544. The post-detailed-route wirelength per cell is 25.5 um.

Critical path
The peak fanout along the critical path is 54. The worst setup path is launched from an input port. The worst setup path is captured at an output pin. For reference, the critical path is captured by result[1].

At the worst endpoint, the arrival time is 12.29 ns. STA puts the critical path data required time at 22.08 ns. The most critical setup path has its startpoint at addr[0].

The class of the most critical setup path is input port to output pin.

Placed design
As logged by OpenROAD, the buffers inserted on ports number 42. RePlAce ended its routability-driven mode at a weighted congestion of 0.884. The detailed placer's ending HPWL is 305000 um.

The post-placement setup slack is 9.71 ns.

Status
The flow ran to the end, and the final reports show no timing, DRC or antenna violations.

Final layout
Leaving out fill and tap cells, the most frequent cell in the layout is sky130_fd_sc_hd__and2_1. The largest register by flop count is DATA_MEMORY. Per the cell usage report, the commonest logic cells after layout are sky130_fd_sc_hd__and2_1 (4097), sky130_fd_sc_hd__edfxtp_1 (4096), sky130_fd_sc_hd__mux4_2 (1024), sky130_fd_sc_hd__a22oi_1 (512), sky130_fd_sc_hd__buf_4 (483). The registers reported with the highest flop counts are DATA_MEMORY x4096.

The share of final-layout standard cells stronger than drive strength 1 is 20.4%. The total of fill cells in the finished design is 57138. The layout overhead on the synthesized area is 12.9%.

The register with the most flip-flops in the layout has 4096 of them.

Global route
For this run the aggregate overflow at the end of global routing stands at 0. The initial antenna violation count was 27. The via count of the first global-routing pass was 103152. Across every metal layer, demand over resource in global routing totals 17.5%. The first-pass GRT wire length is 740000 um. The pin count of the biggest net entering global routing is 97.

Die
The die span in x is 787 um. According to the floorplan report, the total die area is 0.620 sq mm. From bottom edge to top edge, the die measures 787 um.

The region available for standard cell placement spans 0.614 sq mm. The floorplan has 288 rows. The number of ports placed on the die boundary is 51. The starting density of the core is 30.1%.

Worst hold path
The most critical min-delay path falls under input port to flop.

Run
The number of max-capacitance violations reported is 0. The count of warning messages emitted by the tools is 34.
## cell usage after synthesis (3+ instances only)
master,instances,area share [%]
sky130_fd_sc_hd__nand4_1,18,0.061
sky130_fd_sc_hd__a22oi_1,512,2.1
sky130_fd_sc_hd__mux4_2,1024,12
sky130_fd_sc_hd__nor2_1,248,0.50
sky130_fd_sc_hd__nand4_2,3,0.020
sky130_fd_sc_hd__clkbuf_1,958,1.9
sky130_fd_sc_hd__buf_6,5,0.030
sky130_fd_sc_hd__edfxtp_1,4096,67
sky130_fd_sc_hd__o41ai_1,64,0.30
sky130_fd_sc_hd__nor3_1,9,0.024
sky130_fd_sc_hd__and2_1,4098,14
sky130_fd_sc_hd__nand3_1,17,0.046
sky130_fd_sc_hd__nand2_1,17,0.035
sky130_fd_sc_hd__buf_2,106,0.29
sky130_fd_sc_hd__nor2b_1,8,0.027
sky130_fd_sc_hd__buf_1,63,0.13
sky130_fd_sc_hd__a21oi_1,256,0.69
sky130_fd_sc_hd__buf_4,15,0.061
sky130_fd_sc_hd__nand2b_1,4,0.014
sky130_fd_sc_hd__or2_2,257,0.87
## per-layer routing
layer	share of wire [%]	GRT usage [%]
met1	34	20.4
met2	48	27.5
met3	14	10.5
met4	4.1	5.48
met5	0.16	0.508
## worst max-delay path, stage by stage
cell and delay [ns]:
sky130_fd_sc_hd__buf_16 0.31, sky130_fd_sc_hd__buf_4 0.55, sky130_fd_sc_hd__buf_4 0.49, sky130_fd_sc_hd__buf_4 0.53, sky130_fd_sc_hd__buf_4 0.54, sky130_fd_sc_hd__buf_4 0.62
sky130_fd_sc_hd__mux4_2 0.60, sky130_fd_sc_hd__a22oi_1 0.38, sky130_fd_sc_hd__a21oi_1 0.27, sky130_fd_sc_hd__o41ai_2 0.91, sky130_fd_sc_hd__nand4_1 0.73, sky130_fd_sc_hd__clkdlybuf4s50_1 0.65
## how the worst min path moves through the flow
| stage | start | to | cells past startpoint |
|---|---|---|---|
| finish | WD1[11] | DATA_MEMORY[226][11] | 2 |
| global route | WD1[11] | DATA_MEMORY[224][11] | 2 |
| CTS | WD1[11] | DATA_MEMORY[226][11] | 2 |
## logic make-up after synthesis
| logic type | count (synthesis) |
|---|---|
| AOI/OAI and AO/OA | 832 |
| and+or+nand+nor | 4683 |
| muxes | 1024 |
| buffers and inverters | 1148 |
| DFF | 4096 |
## power by group through the flow
stage                 clock, mW  sequential [mW]  combinational, mW
after global routing       5.88             7.24               1.02
final                      5.55             7.21              0.967
after CTS                  5.64             7.22              0.978
## layout make-up
cell class	count	area, sq um	area share [%]
Clock inverter	255	2060	0.986
Sequential cell	4096	123000	58.9
Multi-Input combinational cell	6539	58000	27.8
Tap cell	8120	10200	4.87
Timing Repair Buffer	534	4340	2.08
Inverter	1	3.75	0.00180
Clock buffer	541	11200	5.35
Antenna cell	14	35.0	0.0168
## per-stage QoR
step	area [sq um]	cells	hold slack, ns	utilization (%)	power (mW)
finish	209000	20100	5.01	34.0	13.7
global route	209000	20087	5.01	34.0	14.1
CTS	209000	20086	4.96	34.0	13.8
detailed placement	196000	19290	6.07	31.8	8.32
global placement	196000	19290	6.07	31.8	8.31
floorplan	185000	11783	5.88	-	7.89
Power is estimated from default activity; no workload was simulated.
