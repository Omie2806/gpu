<file path="/design/flow/run.sh">
#!/bin/bash
# OpenROAD 26Q1-2900-gdf79404cd8, Yosys 0.63+post, stock flow scripts
make -C /OpenROAD-flow-scripts/flow DESIGN_CONFIG=/design/flow/config.mk WORK_HOME=/design/flow/orfs finish
</file>
<file path="/design/flow/config.mk">
export PLATFORM = sky130hd
export DESIGN_NAME = alu
export DESIGN_NICKNAME = alu
export VERILOG_FILES = /design/flow/design.v
export SDC_FILE = /design/flow/constraint.sdc
export NUM_CORES = 4
export LEC_CHECK = 1
export CORE_UTILIZATION = 40
</file>
<file path="/design/flow/constraint.sdc">
current_design alu

set clk_period 10.3
set clk_io_pct 0.2

create_clock -name clk0 -period $clk_period

set non_clock_inputs [all_inputs -no_clocks]
set_input_delay [expr $clk_period * $clk_io_pct] -clock clk0 $non_clock_inputs
set_output_delay [expr $clk_period * $clk_io_pct] -clock clk0 [all_outputs]
</file>
<file path="/design/flow/design.v">
module alu (
    input logic[15:0] A,
    input logic[15:0] B,
    input logic[3:0] alu_control,
    output logic[15:0]  alu_result,
    output logic zero
);
always @(*) begin
    case(alu_control) 
        4'b0000: alu_result = A + B; 
        4'b0001: alu_result = A - B;
        4'b0010: alu_result = A * B;
        4'b0011: alu_result = A & B;
        4'b0100: alu_result = A | B;
        4'b0101: alu_result = A ^ B;
        default: alu_result = 16'h0000;
    endcase
end
assign zero = (alu_result == 16'h0000);
endmodule
</file>
==> results.py <==
# Flow results
metrics = {
    "die": {
        "num_rows": 43,
        "core_area_sq_um": 14100,
        "fp_util_pct": 41.66,
        "ioPinCount": 53,
        "dieArea_sq_um": 15170,
        "die_w_microns": 123.2,
        "die_h_microns": 123.2,
    },
    "final_timing": {
        "post-route-min-period_ps": 10050,
        "hold_violations": 0,
        "timing.fmax_ghz": 0.09950,
        "rsz0062_at_grt": "no",
        "finalSetupTns_ps": 0,
        "timing.hold.ws_ps": 5290,
        "max_slew_margin_pct": 50.83,
        "setup_ws_ps": 249.4,
        "final_max_slew_viol_count": 0,
        "tightestPinTransition_ps": 736.0,
        "finalCritPeriodShare_pct": 97.58,
        "setup_viol": 0,
    },
    "logic_synthesis": {
        "aoi_share_pct": 12.34,
        "ys_sh_mux_pct": 0.8736,
        "synth.distinct_cells": 55,
        "ys_cells": 770,
        "syn_area_sq_um": 5872,
        "avgSynthCellArea_sq_um": 7.626,
        "xor_share_pct": 8.651,
        "synth_warnings": 1,
        "yosysChipArea_sq_um": 5872,
        "ys_sh_simple_pct": 18.39,
        "netlist_instances": 770,
        "adder_share_pct": 48.28,
        "top_logic_kind": "adder cells",
        "postSynthSeqShare_pct": 0,
    },
    "worst_setup_path": {
        "worstPathArrival_ps": 7990,
        "worstSetupEndpoint": "zero",
        "worst-path-max-fanout": 3,
        "criticalPathCategory": "in2out",
        "critPathLaunchType": "input port",
        "crit_path_start": "A[1]",
        "cp_data_required_time_ps": 8240,
        "endpoint_kind": "output pin",
    },
    "route": {
        "ant_nets": 0,
        "avgViaCountPerCell": 5.198,
        "drc_errors": 0,
        "first_pass_iters": 6,
        "first_iter_violations": 351,
        "finalWirelength_mm": 19.99,
        "antennaDiodeCount": 0,
        "routedWlPerCell_microns": 18.53,
        "dr_total_vias": 5609,
    },
    "layout": {
        "drive_gt1_share_pct": 14.24,
        "seq_area_sq_um": 0,
        "areaGrowthSynthToFinish_pct": 25.06,
        "fin_area_sq_um": 7343,
        "nClkBuffers": 0,
        "nFlopsAndLatches": 0,
    },
    "power": {
        "power.density_nw_per_um2": 214.2,
        "ir_drop_mv": 0.1917,
        "p_leak_uw": 0.003725,
    },
    "job": {
        "warning_count": 49,
        "max_cap_viol_count": 0,
    },
    "placement": {
        "dp_hpwl_mm": 17.08,
        "numPortBuffers": 53,
        "dpl_cell_area_sq_um": 7252,
        "gp_congestion": 1.010,
        "dp_slack_ps": -388.2,
    },
    "worst_hold_path": {
        "min_path_type": "in2out",
        "worstHoldPathCells": 7,
    },
    "grt": {
        "grt_max_degree": 17,
        "grt_pass1_wl_mm": 31.17,
        "grt_use_total_pct": 29.17,
        "overflow": 0,
        "antenna_found_initial": 0,
        "grt_pass1_vias": 5771,
    },
    "run_status": {
        "status": "completed",
    },
}
final cells by class:
type / instances / area [sq um]
Fill cell: 1351 / 6753
Multi-Input combinational cell: 595 / 5258
Timing Repair Buffer: 154 / 1297
Inverter: 150 / 563.0
Tap cell: 180 / 225.2
cells in the final DEF, fill, tap and decap left out, drive strengths merged, types with 9 or more instances in the layout:
| cell | netlist | routed |
|---|---|---|
| ha | 97 | 97 |
| buf | 3 | 101 |
| nor3 | 10 | 10 |
| nand2 | 92 | 92 |
| a21oi | 22 | 22 |
| xnor2 | 45 | 45 |
| dlygate4sd2 | 0 | 9 |
| o21ai | 25 | 25 |
| inv | 146 | 146 |
| nor2 | 92 | 92 |
| clkdlybuf4s50 | 0 | 36 |
| fa | 81 | 81 |
| xor2 | 13 | 13 |
logic make-up after synthesis:
logic type	count (synthesis)
AND-OR/OR-AND	110
XOR/XNOR	58
adder cells (fa/ha/maj)	178
buffers and inverters	175
multiplexers	5
AND/OR/NAND/NOR	244
cell usage after synthesis (3+ instances only):
cell type  number  area, sq um
a221oi_1        5        43.79
nand3_1         4        20.02
nand3b_1        4        30.03
o21ai_0        25        125.1
fa_1           81         1622
xnor2_1        45        394.1
a21oi_1        22        110.1
nor3_1          9        45.04
o22ai_1         5        31.28
clkinv_1        4        15.01
mux2i_1         4        40.04
o31ai_1         7        52.55
nor2_1         92        345.3
or4_1           3        22.52
o21a_1          4        30.03
nand2b_1        8        50.05
nor2b_1         8        50.05
nor4_1          5        31.28
a31oi_1         8        50.05
xor2_1         13        113.9
clkbuf_1       22        82.58
o211ai_1        7        52.55
nand2_1        92        345.3
or3_1           4        25.02
a22oi_1         5        37.54
inv_1         144        540.5
a21o_1          5        37.54
ha_1           97         1214
how the worst min path moves through the flow:
stage,startpoint,endpoint
final,B[15],zero
after CTS,alu_control[3],alu_result[0]
after global routing,B[15],zero
power by group:
part	internal (uW)	switching, uW
combinational	724	849
sequential	0	0
clock	0	0
stage by stage:
stage	power [uW]	util, %	std cells
2_1_floorplan	922.8	-	770
3_3_place_gp	1483	51.45	1075
3_5_place_dp	1477	51.45	1075
4_1_cts	1502	51.85	1078
5_1_grt	1742	52.09	1079
6_report	1573	52.09	1079
critical path: stages:
cell	delay, ps
clkdlybuf4s50_1	480
clkinv_1	140
nor2_2	170
fa_1	450
fa_1	450
ha_1	200
fa_1	500
inv_2	40
fa_1	480
fa_1	490
inv_1	40
ha_1	280
o21ai_1	200
nand2b_1	90
nor2b_1	130
a221o_1	380
nand4b_1	120
o31a_1	180
nand4_1	170
or4_4	570
nor4_2	130
dlygate4sd2_1	230
layer usage:
metal	track usage, %	up-vias	share of wire [%]
li1	-	2735	-
met5	2.431	-	0.23
met3	6.262	45	7.3
met1	41.90	2608	44
met2	44.73	219	44
met4	9.111	2	4.0
repair_timing:
item / CTS / global route
buffers inserted: 3 / 1
pin swaps: 6 / 7
hold buffers: 0 / 0
gates resized: 46 / 7
setup endpoints to repair: 2 / 2
Power and IR drop assume default switching activity.
